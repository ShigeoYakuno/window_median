--- flow/config.mk ---
export PLATFORM = sky130hd
export DESIGN_NAME = median_filter_resource_optimized
export DESIGN_NICKNAME = median_filter_resource_optimized
export VERILOG_FILES = /design/flow/design.v
export SDC_FILE = /design/flow/constraint.sdc
export NUM_CORES = 4
export LEC_CHECK = 1
export CORE_UTILIZATION = 50
--- flow/design.v ---
module median_filter_resource_optimized
(
    input                ck100m,
    input                srst_n,
    input                enable,        
    input        [15:0]  in,
    output reg           out_enable,    
    output reg   [15:0]  out            
);
    localparam int DEPTH = 11;
    localparam int MEDIAN_INDEX = DEPTH / 2;
    localparam [1:0] ST_IDLE   = 2'b00,  
                     ST_SORT   = 2'b01,  
                     ST_OUTPUT = 2'b10;  
    reg [1:0] state;
    reg [15:0] window     [0:DEPTH-1];  
    reg [15:0] sort_array [0:DEPTH-1];  
    reg [$clog2(DEPTH):0] sort_count;   
    always @(posedge ck100m or negedge srst_n) begin
        if (~srst_n) begin
            for (int i = 0; i < DEPTH; i++) begin
                window[i] <= 16'd0;
            end
        end else if (enable) begin
            window[0] <= in;
            for (int i = 1; i < DEPTH; i++) begin
                window[i] <= window[i-1];
            end
        end
    end
    always @(posedge ck100m or negedge srst_n) begin
        if (~srst_n) begin
            state       <= ST_IDLE;
            sort_count  <= '0;
            out_enable  <= 1'b0;
            out         <= 16'd0;
            for (int i = 0; i < DEPTH; i++) sort_array[i] <= 16'd0;
        end else begin
            out_enable <= 1'b0;
            case (state)
                ST_IDLE: begin
                    if (enable) begin
                        sort_array[0] <= in;
                        for (int i = 1; i < DEPTH; i++) begin
                            sort_array[i] <= window[i-1];
                        end
                        sort_count <= '0;
                        state      <= ST_SORT;
                    end
                end
                ST_SORT: begin
                    for (int i = 0; i < (DEPTH/2); i++) begin
                        int idx1, idx2;
                        if (sort_count[0] == 1'b0) begin  
                            idx1 = 2*i;
                            idx2 = 2*i + 1;
                        end else begin                  
                            idx1 = 2*i + 1;
                            idx2 = 2*i + 2;
                        end
                        if (idx2 < DEPTH) begin
                            logic [15:0] d1, d2;  
                            d1 = sort_array[idx1];
                            d2 = sort_array[idx2];
                            sort_array[idx1] <= (d1 <= d2) ? d1 : d2;  
                            sort_array[idx2] <= (d1 <= d2) ? d2 : d1;  
                        end
                    end
                    sort_count <= sort_count + 1'b1;
                    if (sort_count == (DEPTH - 1)) begin
                        state <= ST_OUTPUT;
                    end
                end
                ST_OUTPUT: begin
                    out        <= sort_array[MEDIAN_INDEX];
                    out_enable <= 1'b1;
                    state      <= ST_IDLE;  
                end
                default: begin
                    state <= ST_IDLE;
                end
            endcase
        end
    end
endmodule
--- flow/constraint.sdc ---
current_design median_filter_resource_optimized

set clk_period 31.0
set clk_io_pct 0.2

create_clock -name clk0 -period $clk_period [get_ports {ck100m}]

set non_clock_inputs [all_inputs -no_clocks]
set_input_delay [expr $clk_period * $clk_io_pct] -clock clk0 $non_clock_inputs
set_output_delay [expr $clk_period * $clk_io_pct] -clock clk0 [all_outputs]
--- flow/run.sh ---
#!/bin/bash
# OpenROAD 26Q1-2900-gdf79404cd8, Yosys 0.63+post, stock flow scripts
make -C /OpenROAD-flow-scripts/flow DESIGN_CONFIG=/design/flow/config.mk WORK_HOME=/design/flow/orfs finish
==> flow_metrics.py <==
# Synthesis and PnR figures
metrics = {
    "status": {
        "status": "finished clean",
    },
    "cells_and_area": {
        "lay_top_count": "nand2_1",
        "seqCellArea_mm2": 0.009042,
        "comb_area_mm2": 0.01164,
        "drive_above_1_share": 0.1419,
        "final_core_util": 0.5591,
        "syn2layout_area_growth_pct": 9.830,
        "stdcell_area_mm2": 0.02356,
        "lay_top_cells": "424 x nand2_1, 358 x dfrtp_1, 220 x a21oi_1",
        "n_fill_cell": 3619,
    },
    "synth": {
        "ys_chip_area_mm2": 0.02145,
        "async_flop_share": 1.000,
        "syn_avg_cell_area_um2": 9.157,
        "seq_area_frac_synth": 0.4213,
        "flop_cell": "dfrtp_1",
        "netlist_instances": 2342,
        "ys_top_cells_by_area": "dfrtp_1 42%, mux2_2 10%, nand2_1 7.4%",
        "top_area_frac": 0.4200,
        "syn-cell-area_mm2": 0.02145,
        "ys_warn_count": 3,
        "ys_cells": 2342,
        "synth_area_leader_cell": "dfrtp_1",
        "synth.distinct_cells": 64,
        "edf_count": 0,
        "numSynthFlops": 361,
    },
    "critical_path": {
        "r2r_slack_ns": 25.57,
        "cp-startpoint": "enable",
        "worstSetupEndpointType": "flip-flop",
        "crit_cells": 7,
        "cp.arrival_ns": 9.26,
        "cp_top_family": "simple AND/OR/NAND/NOR gates",
        "crit_end": "sort_array[1][12]$_DFFE_PN0P_",
        "cpMaxStageDelayCell": "nand3_1",
        "critPathBufInv": 2,
        "rr_startpoint": "sort_count[0]$_DFFE_PN0P_",
        "r2r-end": "sort_array[4][3]$_DFFE_PN0P_",
        "worstSetupPathType": "input port to flip-flop",
        "cp_slowest_stage_delay_ns": 0.76,
        "crit_path_cell_trace": "buf_6 -> nand2_1 -> o21ai_4 -> buf_12 -> nand3_1 -> o22ai_1 -> a21oi_1",
        "cp.required_ns": 31.41,
        "cp_max_fo": 160,
        "r2r_cells": 12,
        "critPathLaunchType": "input port",
    },
    "grt": {
        "grt_pass1_vias": 17975,
        "track_usage": 0.3152,
        "grt_pass1_wl_um": 103400,
        "grt.overflow.total": 0,
        "grt_max_degree": 161,
        "grt_antenna_before_repair": 1,
    },
    "clocking": {
        "cts-resized-gates": 0,
        "cts_max_level": 2,
        "ctsHoldBuffers": 0,
        "cts_buffers": 43,
        "path_clk_slew_ns": 0.06,
        "clk_latency_ns": 0.58,
        "cts-root-buf": "clkbuf_16",
        "cts_tree": "done",
        "cts_sinks": 361,
        "postCtsSetupRepairBufs": 0,
        "clockBufferDepth": 3,
    },
    "placed_design": {
        "dp_hpwl_um": 41830,
        "pre_cts_ws_ns": 21.71,
        "place_congestion": 0.9135,
        "dpl_cell_area_mm2": 0.02209,
        "port_buffers": 35,
    },
    "drt": {
        "antenna_cells": 0,
        "wirelength_um": 64970,
        "route.detailed.drc": 0,
        "ant_nets": 0,
        "vias": 18393,
        "drt_pass1_iterations": 6,
        "wl_per_cell_um": 22.79,
        "drt_iter0_markers": 1491,
        "via_per_inst": 6.451,
    },
    "final_timing": {
        "fmax_ghz": 0.1130,
        "rsz0062_at_grt": "no",
        "fin_skew_ns": 0.02476,
        "setup_viol": 0,
        "slew_viol_final": 0,
        "hold_violations": 0,
        "relSlewSlack": 0.4048,
        "finalWorstSetupSlack_ns": 22.15,
        "tns_ns": 0,
        "post-route-min-period_ns": 8.853,
        "finalCritPeriodShare": 0.2856,
        "worstMarginPinSlew_ns": 0.8928,
    },
    "floorplanning": {
        "io_pins": 36,
        "chipArea_mm2": 0.04372,
        "die-width_um": 209.1,
        "dieHeight_um": 209.1,
        "coreArea_mm2": 0.04213,
        "row_count": 75,
        "fp_util": 0.5090,
    },
    "hold_path": {
        "hp-class": "flip-flop to flip-flop",
    },
    "run": {
        "warnings": 30,
        "cap_violations": 0,
    },
}
## routing by layer
| layer | track usage | routed length (um) | up-vias |
|---|---|---|---|
| met5 | 0 | 13 | - |
| met4 | 0.07835 | 1689 | 2 |
| met3 | 0.07783 | 5167 | 93 |
| met2 | 0.4624 | 29220 | 694 |
| met1 | 0.4877 | 28880 | 9071 |
| li1 | - | - | 8533 |
## cells by family (layout without fill, tap and decap cells)
| family | count (synthesis) | count (layout) | share of synthesized area |
|---|---|---|---|
| AOI/OAI and AO/OA | 725 | 725 | 0.2108 |
| adders and majority gates | 82 | 82 | 0.04784 |
| muxes | 267 | 267 | 0.1359 |
| buffers and inverters | 198 | 168 | 0.03909 |
| and+or+nand+nor | 709 | 709 | 0.1451 |
| DFF | 361 | 361 | 0.4213 |
## state kept, by name, summed over array words and instances, names as in the netlist
register,cells
sort_array,176
state,3
window,160
sort_count,5
out,16
out_enable,1
## metrics by stage
step / hold slack [ns] / instances
2_1_floorplan: 0.3519 / 2342
3_3_place_gp: 0.4888 / 2773
3_5_place_dp: 0.4956 / 2773
4_1_cts: 0.5097 / 2851
5_1_grt: 0.5230 / 2851
6_report: 0.5052 / 2851
## worst reg2reg max path: cells and delay by family, from the launching register on
family	cells	cell delay, ns
muxes	1	0.31
adders and majority gates	1	0.36
AOI/OAI and AO/OA	5	1.52
buffers and inverters	3	1.65
and+or+nand+nor	2	0.85
DFF	1	0.64
## final cells by class
class / instances / area share
Multi-Input combinational cell: 1783 / 0.4941
Sequential cell: 361 / 0.3839
Tap cell: 539 / 0.02863
Inverter: 15 / 0.002497
Clock inverter: 11 / 0.007330
Timing Repair Buffer: 75 / 0.02895
Clock buffer: 67 / 0.05466
## synth_stat cells, drive strengths merged, types with 2 or more instances
cell type	instances
or2	3
or4	2
o21ai	126
a221o	10
or3	8
nand2	425
a21oi	220
ha	82
and3	34
a211oi	7
clkbuf	144
nor4	7
mux2i	74
nor3	36
nand2b	7
o22a	17
a311oi	31
and4	5
o221ai	7
dfrtp	360
nor2	87
nor2b	11
o22ai	138
buf	39
o31a	3
o211ai	25
o31ai	2
o211a	2
a22oi	20
a32o	8
inv	14
a31oi	32
a221oi	7
nand3	43
nand4	25
a21bo	2
a211o	8
mux2	193
a31o	2
and2	15
a21boi	53
## worst min path at each step
stage                           end                       from  cells after the start
6_report  window[9][12]$_DFFE_PN0P_  window[9][12]$_DFFE_PN0P_                      1
4_1_cts   window[9][15]$_DFFE_PN0P_  window[9][15]$_DFFE_PN0P_                      1
5_1_grt   window[9][13]$_DFFE_PN0P_  window[9][13]$_DFFE_PN0P_                      1
